`/design/flow/design.v`:
```
module FIFO8x9(
input clk, rst,
input RdPtrClr, WrPtrClr,
input RdInc, WrInc,
input [8:0] DataIn,
output [8:0] DataOut,
input rden, wren
);
reg [8:0] fifo_array[255:0];
reg [7:0] wrptr, rdptr;
wire [7:0] wr_cnt, rd_cnt;
reg [8:0] mem;
always@(posedge clk) begin
    if(rst) mem <= 9'b000000000;
    if(RdPtrClr) rdptr <= 0;
    else if(WrPtrClr) wrptr <= 0;
    else if(rden) begin
        mem <= fifo_array[rdptr];
        rdptr <= rdptr + RdInc;
    end
    else if(wren) begin
        fifo_array[wrptr] <= DataIn;
        wrptr <= wrptr + WrInc;
    end
    else mem <= 9'bzzzzzzzzz;
end
assign wr_cnt = wrptr;
assign rd_cnt = rdptr;
assign DataOut = mem;
endmodule
```
`/design/flow/config.mk`:
```
export PLATFORM = sky130hd
export DESIGN_NAME = FIFO8x9
export DESIGN_NICKNAME = FIFO8x9
export VERILOG_FILES = /design/flow/design.v
export SDC_FILE = /design/flow/constraint.sdc
export NUM_CORES = 4
export LEC_CHECK = 1
export CORE_UTILIZATION = 40
```
`/design/flow/constraint.sdc`:
```
current_design FIFO8x9

set clk_period 44.8
set clk_io_pct 0.2

create_clock -name clk0 -period $clk_period [get_ports {clk}]

set non_clock_inputs [all_inputs -no_clocks]
set_input_delay [expr $clk_period * $clk_io_pct] -clock clk0 $non_clock_inputs
set_output_delay [expr $clk_period * $clk_io_pct] -clock clk0 [all_outputs]
```
`/design/flow/run.sh`:
```
#!/bin/bash
# OpenROAD 26Q1-2900-gdf79404cd8, Yosys 0.63+post, stock flow scripts
make -C /OpenROAD-flow-scripts/flow DESIGN_CONFIG=/design/flow/config.mk WORK_HOME=/design/flow/orfs finish
```
==> reports/qor.yml <==
status: "completed"
core_area_mm2: 0.225
drc: 0
worst-setup-path-type: "primary input to register"
num_vias: 44200
power_frac_comb_pct: 2.9
logic_area_mm2: 0.0191
seqCellArea_mm2: 0.0699
end_kind: "register"
die-height_um: 477
worstPathMaxFanout: 12
synthDistinctLibCells: 62
async_flop_share_pct: 0
drt_iter0_drc: 3573
holdBufCountCts: 0
cts_sinks: 2337
ys_cells: 4288
ys_sh_mux_pct: 15.4
skew_ns: 0.0625
grt_pass1_wl_um: 349000
syn2layout_area_growth_pct: 12.8
ant_nets: 0
fp-row-count: 174
numCtsBuffers: 229
crit_arrival_ns: 12.63
adder_share_pct: 0.0554
top_logic_kind: "multiplexers"
ys.flop_type: "edfxtp_1"
slew_headroom_pct: 30.6
dp_cells: 7197
topCellsByArea: "edfxtp_1 77%, mux4_2 13%, mux2i_1 2.1%, nor2_1 1.3%, o221ai_1 0.67%"
ios: 26
synth_top_cell_by_area: "edfxtp_1"
worst_path_largest_cell_delay_ns: 0.75
synth_xor_xnor_area_share_pct: 0.116
hp-class: "register to register"
worstSkewPairLatency_ns: 0.86
syn_inst: 4288
cts_setup_buffers: 0
synth_top_area_share_pct: 76.8
via_per_inst: 5.79
fin_cells: 7624
peakVddDrop_mv: 0.0415
clock_path_buffers: 3
dieArea_mm2: 0.228
dp_slack_ns: 31.71
rsz0062_at_grt: "no"
power.density_mw_per_mm2: 44.0
dr.pass1.iters: 6
cp_slowest_cell: "nor4b_1"
yosys_warnings: 2
power_switching_mw: 0.895
hold_violations: 0
common_cells: "2,312 x edfxtp_1, 526 x mux4_2, 323 x nor2_1"
die_x_um: 477
gr-usage-all-layers_pct: 23.8
wl_per_cell_um: 31.9
yosysMostFrequentCell: "edfxtp_1"
finalCriticalPeriod_ns: 12.17
fmax_mhz: 82.1
ys_ff: 2337
pwr-share-clk_pct: 43.5
first_global_vias: 49100
gp_congestion: 0.963
yosysChipArea_mm2: 0.0904
syn-cell-area_mm2: 0.0904
slew_viol_final: 0
p_sw_share_pct: 19.9
antenna_found_initial: 5
tool_warnings: 32
dp_hpwl_um: 150000
maxUsedRoutingLayer: "met5"
setup_slack_ns: 32.63
postSynthSeqShare_pct: 77.3
syn_area_per_cell_um2: 21.1
grt.overflow.total: 0
setup_viol: 0
cts_tree: "done"
clk_pin_slew_ns: 0.06
post_cts_resized: 0
route.met3.wl_um: 43600
met2WireLength_um: 110000
finalCritPeriodShare_pct: 27.2
clockRootBuffer: "clkbuf_16"
intPower_mw: 3.59
crit_path_start_kind: "primary input"
wirelength_met1_um: 78000
io_buffers: 25
ys_sh_simple_pct: 2.77
critPathMostFrequentCell: "buf_4"
setup_tns_ns: 0
htreeDepth: 4
edf_count: 2312
finish.utilization_pct: 45.4
fill_cells: 18400
path_cells: "clkdlybuf4s50_1 -> nor4b_1 -> buf_4 -> nor3b_1 -> nand2_1 -> buf_4 -> nor2_1"
p_leak_nw: 30.5
post_route_cells_drive_above_1_share_pct: 23.0
required_ns: 45.26
tightest_slew_ns: 1.04
p_seq_share_pct: 53.6
finalPower_mw: 4.49
grt_start_max_net_pins: 105
wirelength_um: 243000
fp_util_pct: 40.2
aoi_share_pct: 2.75
maxCapViolations: 0
[through the flow]
stage | hold slack, ns | cell area (µm²)
final | 0.477 | 102000
after global routing | 0.517 | 102000
after CTS | 0.478 | 102000
after detailed placement | 0.461 | 94300
after global placement | 0.454 | 94300
after floorplan | 0.411 | 90400
[registers in the layout, indices dropped and copies added (netlist names), named ones only]
name,count
fifo_array,2304
mem,9
rdptr,8
wrptr,8
[layout make-up]
type / instances / share of cell area, %
clock buffers: 281 / 6.01
multi-input cells: 1692 / 18.8
diodes: 2 / 0.00491
repair buffers: 170 / 1.40
well taps: 2992 / 3.67
flip-flops and latches: 2337 / 68.6
clock inverters: 144 / 1.56
inverters: 6 / 0.0270
[path summary, 6_finish.rpt]
check                 from           endpoint  slack [ns]  cells after the start
setup / recovery  WrPtrClr  fifo_array[16][5]       32.63                      7
hold / removal    rdptr[0]           register        0.48                      2
setup reg to reg  register             mem[1]       38.37                     10
hold reg to reg   rdptr[0]           register        0.48                      2
[critical path: cells and delay by family]
kind | cells | cell delay [ns]
buf+inv | 3 | 1.36
simple gates | 4 | 2.29
[layer usage]
layer | vias to the layer above | track usage (%)
li1 | 18200 | -
met3 | 452 | 19.2
met1 | 22200 | 28.5
met4 | 16 | 7.51
met2 | 3254 | 33.2
met5 | - | 2.08
[layout by cell type, fill, tap and decap left out, drive strengths merged, types with 26 or more instances in the layout]
cell type	synthesis	routed
buf	133	148
nand2	146	146
o22ai	51	51
clkinv	1	90
edfxtp	2312	2312
mux2i	191	191
a21oi	66	66
a32oi	30	30
clkbuf	120	287
o221ai	69	69
nand3	26	26
bufinv	0	31
nor3	42	42
nor2	323	323
mux4	526	526
[power groups by stage]
stage / combinational [mW] / sequential (mW) / clock [mW]
6_report: 0.129 / 2.41 / 1.95
4_1_cts: 0.132 / 2.41 / 1.99
5_1_grt: 0.139 / 2.41 / 2.07
[cell families (layout without fill, tap and decap cells)]
kind of cell    after synthesis  in the layout
other cells                   0              2
buf+inv                     259            601
xor+xnor                     12             12
fa+ha+maj                     4              4
flops                      2337           2337
mux                         735            735
compound gates              341            341
simple gates                600            600
Power and IR drop assume default switching activity.
