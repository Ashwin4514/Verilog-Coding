`design/flow/constraint.sdc`:
```
current_design RAM128x32

set clk_period 105.7
set clk_io_pct 0.2

create_clock -name clk0 -period $clk_period [get_ports {clk}]

set non_clock_inputs [all_inputs -no_clocks]
set_input_delay [expr $clk_period * $clk_io_pct] -clock clk0 $non_clock_inputs
set_output_delay [expr $clk_period * $clk_io_pct] -clock clk0 [all_outputs]
```
`design/flow/config.mk`:
```
export PLATFORM = sky130hd
export DESIGN_NAME = RAM128x32
export DESIGN_NICKNAME = RAM128x32
export VERILOG_FILES = /design/flow/design.v
export SDC_FILE = /design/flow/constraint.sdc
export NUM_CORES = 4
export LEC_CHECK = 1
export CORE_UTILIZATION = 40
```
`design/flow/design.v`:
```
module RAM128x32
#(
parameter Data_width = 32,  
Addr_width = 7  
)
(  
input wire clk,
input wire we,
input wire [(Addr_width-1):0] address,
input wire [(Data_width-1):0] d,
output wire [(Data_width-1):0] q
);
reg [31:0] mem [2**7-1:0];
always@(posedge clk)
begin
if(we)
  mem[address]<=d;
else
  mem[address]<=32'hxxxxxxxx;
end
assign q=mem[address];
endmodule
```
`design/flow/run.sh`:
```
#!/bin/bash
# OpenROAD 26Q1-2900-gdf79404cd8, Yosys 0.63+post, stock flow scripts
make -C /OpenROAD-flow-scripts/flow DESIGN_CONFIG=/design/flow/config.mk WORK_HOME=/design/flow/orfs finish
```
==> Table 3: Implementation characteristics <==
Characteristics after synthesis and place and route

Parameter                              Value

Final timing
  Final setup viols    0
  Min cycle time layout    48.43 ns
  Fmax    20.6 MHz
  Slew of the pin with the lowest slew margin    1.22 ns
  Setup repair after global routing missed its margin    no
  Period utilization    0.458
  Max-slew headroom at the worst pin    0.175
  Final Max-Slew Violation Tally    0
  Sum Neg Setup Slack    0 ns
  Worst Hold Slack    20.39 ns
  Final number of hold-violating endpoints    0

Power
  Power share of the sequential group    0.524
  Gate power share    0.064
  Sum of internal, switching and leakage power    0.00344 W
  Proportion of total power due to net switching    0.225
  Clk pwr share    0.412
  P per Cell Area    19.3 nW/µm²
  Static leakage    55.6 nW
  IR drop worst, VDD    0.0000155 V
  Pint    0.00266 W
  Net switching power figure    0.000773 W

Critical path
  Arrival @ worst endpoint    27.29 ns
  Kind of start point of the critical path    input port
  Top fanout value on the critical path    36
  Required time of the critical path    84.56 ns
  Kind of critical path    input port to primary output
  Crit path capture type    primary output

Final layout
  Largest registers ranked by flip-flop count    mem: 4096 flops
  Post-route standard cell area excluding fillers    178000 µm²
  Reg with most FFs    mem
  Reg area    123000 µm²
  Most instantiated logic cell after routing    sky130_fd_sc_hd__edfxtp_1
  Signed area change from the synthesized netlist to the final layout    13.9%
  Multi-input gate area in the final layout    31100 µm²
  Filler cells    31956
  Final core utilization    0.458
  Flip-flop count of the largest register, all copies and words added    4096
  Layout cells sized above 1    0.147
  Most frequently placed logic cells in the final layout    sky130_fd_sc_hd__edfxtp_1 (4096), sky130_fd_sc_hd__a221oi_1 (661), sky130_fd_sc_hd__a21oi_1 (642)

Floorplanning
  Number of cell rows    229
  Die outline height    627 µm
  Initial Util    0.402
  I/O pin count    73
  Full die area    394000 µm²
  Std-Cell Core Area    389000 µm²
  Horizontal die dimension    627 µm

Status
  Status    complete, no violations

Yosys
  Most frequently used flop master after synthesis    sky130_fd_sc_hd__edfxtp_1
  Post-synthesis chip area from yosys    156000 µm²
  Yosys synthesis warning count    1
  Fraction of synthesis flops using an asynchronous set or reset pin    0
  Post-Syn Area    156000 µm²
  Instance tally after logic synthesis    9128
  Number of library cell types mapped by synthesis    74
  Synthesized registers    4096
  Proportion of synthesized chip area in sequential cells    0.786
  Count of instantiated cells in the yosys netlist    9128
  Mean cell area of the mapped netlist    17.1 µm²
  Number of synthesized flops with an enable pin    4096

Flow run
  Total of max-cap violations    0
  Number of warnings the tools reported    27

CTS
  Number of gates given a new drive strength after cts    0
  Root Buffer    sky130_fd_sc_hd__clkbuf_16
  Clock-pin transition on the worst setup and hold timing paths    0.06 ns
  Clock Sink Count    4096
  Number of H-tree levels    5
  CTS tree    yes
  CTS hold repair buffers    0
  Buffer levels on the longest clock path    4
  CTS buffer count    397
  Number of buffers inserted by post-CTS setup repair    0

Place
  Total of buffers placed on input and output ports    71
  Cell area after placement    165000 µm²
  Weighted congestion at the end of routability-driven global placement    0.933
  Total half-perimeter wirelength after legalization and detailed placement    297000 µm

GRT
  Maximum number of pins on one net before global-route repair    83
  Remaining global-route overflow    0
  Global-route wire length before repair    728000 µm
  Via count of the first global-routing pass    98186
  Tot GR Track Use    0.292
  Antenna violations before repair    36

Routing
  Violation count after the first detailed-route iteration    7340
  Antenna-violating nets left    0
  Drt first pass iters    13
  Vias/cell    6.18
  Detailed-route via count    92450
  Detailed-route wire length    526000 µm
  Average wire per standard cell    35.1 µm
  Residual DRC    0

Hold path
  Worst Hold Endpoint    mem[32][7]$_DFFE_PP_
  Worst hold path startpoint    d[7]
  Hold path cells    1
  HP Class    input port to register
## worst max-delay path, stage by stage
cell,delay (ns)
sky130_fd_sc_hd__buf_8,0.32
sky130_fd_sc_hd__buf_4,0.44
sky130_fd_sc_hd__buf_4,0.52
sky130_fd_sc_hd__nand2b_2,0.61
sky130_fd_sc_hd__buf_4,0.48
sky130_fd_sc_hd__nor2_4,0.23
sky130_fd_sc_hd__buf_4,0.37
sky130_fd_sc_hd__buf_4,0.59
sky130_fd_sc_hd__a221oi_1,0.24
sky130_fd_sc_hd__o21ai_0,1.00
sky130_fd_sc_hd__o21ai_1,0.15
sky130_fd_sc_hd__buf_4,0.26
sky130_fd_sc_hd__nand4_1,0.27
sky130_fd_sc_hd__clkdlybuf4s50_1,0.54
## routing by layer
metal	track usage	vias up	share of wire
li1	-	38374	-
met1	0.283	44644	0.28
met2	0.393	8015	0.43
met3	0.290	1333	0.22
met4	0.139	84	0.062
met5	0.0748	-	0.0062
## synthesized netlist by cell type (39+ instances only)
cell type                     n  area, µm²
sky130_fd_sc_hd__a221o_1     84        841
sky130_fd_sc_hd__nand2_1    367       1380
sky130_fd_sc_hd__buf_2      299       1500
sky130_fd_sc_hd__nor2_1     416       1560
sky130_fd_sc_hd__nor2b_1     43        269
sky130_fd_sc_hd__a21oi_1    642       3210
sky130_fd_sc_hd__edfxtp_1  4096     123000
sky130_fd_sc_hd__buf_1       65        244
sky130_fd_sc_hd__nor3_1      42        210
sky130_fd_sc_hd__o21ai_0    331       1660
sky130_fd_sc_hd__a22oi_1    457       3430
sky130_fd_sc_hd__mux2i_1    352       3520
sky130_fd_sc_hd__o22ai_1    216       1350
sky130_fd_sc_hd__buf_4       65        488
sky130_fd_sc_hd__a211oi_1    51        383
sky130_fd_sc_hd__a222oi_1    39        390
sky130_fd_sc_hd__o22a_1      47        412
sky130_fd_sc_hd__a221oi_1   661       5790
sky130_fd_sc_hd__clkbuf_1   241        905
sky130_fd_sc_hd__mux2_2      91       1020
## stage by stage
stage | setup WS (ns) | cells
2_1_floorplan | 61.73 | 9128
3_3_place_gp | 57.40 | 14185
3_5_place_dp | 57.42 | 14185
4_1_cts | 57.38 | 14916
5_1_grt | 57.26 | 14940
6_report | 57.27 | 14959
## worst max path at each step
stage	startpoint	end	cells after the start
4_1_cts	address[2]	q[11]	14
5_1_grt	address[2]	q[23]	15
6_report	address[0]	q[25]	14
## cell families (layout without fill, tap and decap cells)
family,after synthesis,after routing,share of synthesized area
AOI/OAI and AO/OA,2877,2877,0.131
buffers and inverters,712,1303,0.0228
DFF,4096,4096,0.786
muxes,495,495,0.0355
other,0,43,0
and+or+nand+nor,948,948,0.0250
## power groups by stage
stage,clock [W],sequential [W],combinational [W]
5_1_grt,0.00149,0.00180,0.000230
4_1_cts,0.00142,0.00180,0.000216
6_report,0.00142,0.00180,0.000221
## area by class of cell
type                    count  area share
diodes                     43    0.000604
clock buffers             469      0.0583
clock inverters           262      0.0144
inverters                   5    0.000218
multi-input cells        4320       0.174
flip-flops and latches   4096       0.690
well taps                5197      0.0365
repair buffers            567      0.0252
Power and IR drop assume default switching activity.
