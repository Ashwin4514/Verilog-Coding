`flow/run.sh`:
```
#!/bin/bash
# OpenROAD 26Q1-2900-gdf79404cd8, Yosys 0.63+post, stock flow scripts
make -C /OpenROAD-flow-scripts/flow DESIGN_CONFIG=/design/flow/config.mk WORK_HOME=/design/flow/orfs finish
```
`flow/config.mk`:
```
export PLATFORM = sky130hd
export DESIGN_NAME = Eight_Bit_Multiplier
export DESIGN_NICKNAME = Eight_Bit_Multiplier
export VERILOG_FILES = /design/flow/design.v
export SDC_FILE = /design/flow/constraint.sdc
export NUM_CORES = 4
export LEC_CHECK = 1
export CORE_UTILIZATION = 40
```
`flow/constraint.sdc`:
```
current_design Eight_Bit_Multiplier

set clk_period 15.4
set clk_io_pct 0.2

create_clock -name clk0 -period $clk_period

set non_clock_inputs [all_inputs -no_clocks]
set_input_delay [expr $clk_period * $clk_io_pct] -clock clk0 $non_clock_inputs
set_output_delay [expr $clk_period * $clk_io_pct] -clock clk0 [all_outputs]
```
`flow/design.v`:
```
`timescale 1ns / 1ps
module Eight_Bit_Multiplier(
    input [7:0] A,
    input [7:0] B,
    output [15:0] P
);
reg [15:0] P_reg;
reg [7:0] B_reg;
reg [3:0] i;
assign P = P_reg;
always @* begin
    P_reg = 16'b0;
    B_reg = B;
    for (i = 0; i < 8; i = i + 1) begin
        if (B_reg[0] == 1) begin
            P_reg = P_reg + (A << i);
        end
        B_reg = B_reg >> 1;
    end
end
endmodule
```
==> deck_impl_summary.md <==
Run Summary

Synth
  • Yosys warns: 1
  • Top-count cell post-synth: ha_1
  • Main area contributors: ha_1 23%, xnor2_1 6.2%, a21oi_1 5.2%
  • Netlist cell types: 58
  • Mapped Area: 3099 um2
  • Synth cell count leaders: 58 x ha_1, 35 x nor2_1, 34 x nand2_1
  • Post-synth top area share: 23.42%
  • Post-synthesis cell type with the largest combined area: ha_1
  • Sequential cell area fraction in the yosys report: 0%
  • Yosys-reported design area after synthesis: 3099 um2
  • Average cell area after synthesis: 7.207 um2
  • Post-Syn Instances: 430
  • Number of cells in Yosys stat: 430

Clock tree
  • Hold-fix buffer count after cts: 0

Critical path
  • Slowest stage cell, crit path: clkdlybuf4s50_1
  • Startpoint type of the worst setup path: input pin
  • Data arrival time of the worst path: 11.80 ns
  • Type of the setup path with the least slack: input pin to primary output
  • Most common cell on crit path: ha_1
  • Delay contributed by the slowest stage of the critical path: 0.49 ns
  • Largest driver fanout on the critical path: 10
  • Critical path endpoint category: primary output
  • Critical Path RT: 12.32 ns

Final layout
  • Finished layout cell area: 3904 um2
  • Count of clock buffers in the final design: 0
  • Final core area utilization: 52.97%
  • Layout fillers: 683
  • Ratio of cells with drive above 1 in the final layout: 15.74%
  • FF/Latch Area: 0 um2
  • Post-synthesis to final-layout area growth: 25.96%
  • Sequential cell count: 0

Hold path
  • Cell count of the worst hold path: 4
  • Hold_sp: B[0]
  • Tightest Hold Check Type: input pin to primary output
  • End point of the most critical hold path: P[0]

Route
  • Violation tally from detailed-route iteration zero: 127
  • Routed via count divided by cell count: 5.564
  • Antenna fix cells: 0
  • Total DRC errors in the routed layout: 0
  • Final routed wire length divided by cell count: 15.04 um
  • Total via count after detailed routing: 3166
  • DRT Pass-1 Iters: 4
  • DRT Wirelength: 8556 um
  • Remaining antenna violation count after routing: 0

Timing
  • Setup violators final: 0
  • Fin. Hold Viols: 0
  • Final worst path period need: 14.88 ns
  • Final slew viol count: 0
  • Hold slack final: 7.270 ns
  • Achievable clock frequency: 67.22 MHz
  • Share of the clock period used by the worst path after layout: 96.61%
  • Least-Margin Pin Slew: 0.7712 ns
  • Max transition margin: 48.42%
  • Final-layout setup total negative slack: 0 ns

Die
  • I/O Pins: 32
  • Area of the core: 7370 um2
  • Die Footprint: 8105 um2
  • Starting Density: 42.05%
  • Die Y: 90.03 um
  • Placement Rows: 31
  • Floorplan die width: 90.03 um

Pwr
  • Reg power frac: 0%
  • Internal power: 0.2527 mW
  • Switching part of the total power: 48.59%
  • Maximum VDD drop: 0.04296 mV
  • PD cells: 125.9 nW/um2
  • Standby leakage power: 1.733 nW
  • Combinational cell fraction of total power: 100.0%
  • Clock network power share: 0%
  • Switching power: 0.2388 mW

Job
  • Max-capacitance violation count: 0
  • OpenROAD warning count: 36

Placed design
  • GPL Wtd Cong: 0.9065
  • Placed Instance Area: 3577 um2
  • Detailed Place HPWL: 6823 um
  • Port-buffer cells: 32

GRT
  • GR met2 Demand/Resource: 31.49%
  • Aggregate global-route resource usage: 21.08%
  • Met3 Use GR: 0.7732%
  • Layer with the highest usage: met1
  • Number of antenna violations at the first check in global routing: 0
  • Global routing met1 resource utilization: 34.96%
  • Global-route wire length before repair: 13830 um
  • Total gr overflow: 0
  • Pin count of the biggest net entering global routing: 23
  • Number of global-route vias before repair: 2753

Outcome
  • Outcome: finished clean
-- metrics by stage --
step,worst slack (ns),total power [mW],instances
final,0.5224,0.4915,569
after global routing,-0.03997,0.5525,569
after CTS,0.03391,0.4307,560
after detailed placement,-0.004171,0.4266,560
after global placement,0.08519,0.4235,560
after floorplan,1.759,0.3118,430
-- what timing repair did --
action	4_1_cts	5_1_grt
setup endpoints to repair	1	6
buffers inserted	0	9
gates resized	1	53
pin swaps	0	18
-- power by group through the flow --
stage     clock network, mW  logic, mW  registers [mW]
4_1_cts                   0      0.431               0
5_1_grt                   0      0.552               0
6_report                  0      0.491               0
-- layout make-up --
type                       count  area [um2]  area share, %
inverter                      32       120.1          3.077
timing repair buffer          52       486.7          12.47
multi-input combinational    386        3173          81.28
tap                           99       123.9          3.173
-- critical path: cells and delay by family --
kind                       cells  cell delay, ns
and+or+nand+nor               12            1.79
muxes                          2            0.56
buffers and inverters          3            1.12
xor gates and xnor gates       3            0.33
AOI/OAI and AO/OA             15            2.58
adders and majority gates      7            2.30
-- cells by family (layout without fill, tap and decap cells) --
logic type	count (synthesis)	after routing	share of synthesized area, %
buffers and inverters	44	84	5.450
xor gates and xnor gates	32	32	9.043
adders and majority gates	65	65	27.94
and+or+nand+nor	124	124	19.18
muxes	17	17	6.177
AOI/OAI and AO/OA	148	148	32.22
-- cells in the final DEF (no fill, tap or decap), types with 6 or more instances in the layout --
cell type,Yosys,final
mux2_2,9,9
nand2_1,34,34
nor2b_1,9,9
clkdlybuf4s50_1,0,32
o21ai_0,30,20
nand3_1,8,7
a21o_1,11,11
nor3_1,8,7
a31oi_1,10,6
xnor2_1,22,21
o21a_1,11,11
fa_1,7,6
inv_1,31,31
ha_1,58,51
nor2_1,35,35
o21ai_1,2,10
o211ai_1,9,9
xor2_1,10,8
a21oi_2,0,11
a21oi_1,32,21
and2_1,7,7
buf_4,1,18
-- routing by layer --
metal,vias up,share of wire [%]
met1,1442,56
met4,0,0
met5,-,0
li1,1674,-
met3,0,3.0
met2,50,41
-- worst max-delay path by stage --
stage / from / end / slack, ns
after CTS: B[0] / P[14] / 0.03
after global routing: B[0] / P[14] / -0.04
final: B[0] / P[14] / 0.52
Power and IR drop assume default switching activity.
